==> design/flow/design.v <==
`timescale 1ns / 1ps
module Cordic #(
	parameter XY_BITS      = 12,
	parameter PH_BITS      = 32,
	parameter ITERATIONS   = 32,
	parameter CORDIC_STYLE = "ROTATE",
	parameter PHASE_ACC    = "ON"
)(
	input   clk_in,
	input   RST,
	input   signed [XY_BITS-1:0] x_i,
	input   signed [XY_BITS-1:0] y_i,
	input   signed [PH_BITS-1:0] phase_in,
	output  signed [XY_BITS-1:0] x_o,
	output  signed [XY_BITS-1:0] y_o,
	output  signed [PH_BITS-1:0] phase_out,
	input   valid_in, 
	output  valid_out
);
localparam [XY_BITS-1:0] K_COS = (0.607252935 * 2**(XY_BITS-1))-2;
function [PH_BITS-1:0] tanangle;
input [4:0] i;
begin
	case (i)
		5'b00000: tanangle = (32'h20000000 >> (32 - PH_BITS));    
		5'b00001: tanangle = (32'h12e4051e >> (32 - PH_BITS));    
		5'b00010: tanangle = (32'h09fb385b >> (32 - PH_BITS));    
		5'b00011: tanangle = (32'h051111d4 >> (32 - PH_BITS));    
		5'b00100: tanangle = (32'h028b0d43 >> (32 - PH_BITS));    
		5'b00101: tanangle = (32'h0145d7e1 >> (32 - PH_BITS));    
		5'b00110: tanangle = (32'h00a2f61e >> (32 - PH_BITS));    
		5'b00111: tanangle = (32'h00517c55 >> (32 - PH_BITS));    
		5'b01000: tanangle = (32'h0028be53 >> (32 - PH_BITS));    
		5'b01001: tanangle = (32'h00145f2f >> (32 - PH_BITS));    
		5'b01010: tanangle = (32'h000a2f98 >> (32 - PH_BITS));    
		5'b01011: tanangle = (32'h000517cc >> (32 - PH_BITS));    
		5'b01100: tanangle = (32'h00028be6 >> (32 - PH_BITS));    
		5'b01101: tanangle = (32'h000145f3 >> (32 - PH_BITS));    
		5'b01110: tanangle = (32'h0000a2fa >> (32 - PH_BITS));    
		5'b01111: tanangle = (32'h0000517d >> (32 - PH_BITS));    
		5'b10000: tanangle = (32'h000028be >> (32 - PH_BITS));    
		5'b10001: tanangle = (32'h0000145f >> (32 - PH_BITS));    
		5'b10010: tanangle = (32'h00000a30 >> (32 - PH_BITS));    
		5'b10011: tanangle = (32'h00000518 >> (32 - PH_BITS));    
		5'b10100: tanangle = (32'h0000028c >> (32 - PH_BITS));    
		5'b10101: tanangle = (32'h00000146 >> (32 - PH_BITS));    
		5'b10110: tanangle = (32'h000000a3 >> (32 - PH_BITS));    
		5'b10111: tanangle = (32'h00000051 >> (32 - PH_BITS));    
		5'b11000: tanangle = (32'h00000029 >> (32 - PH_BITS));    
		5'b11001: tanangle = (32'h00000014 >> (32 - PH_BITS));    
		5'b11010: tanangle = (32'h0000000a >> (32 - PH_BITS));    
		5'b11011: tanangle = (32'h00000005 >> (32 - PH_BITS));    
		5'b11100: tanangle = (32'h00000003 >> (32 - PH_BITS));    
		5'b11101: tanangle = (32'h00000001 >> (32 - PH_BITS));    
		5'b11110: tanangle = (32'h00000001 >> (32 - PH_BITS));    
		5'b11111: tanangle = (32'h00000000 >> (32 - PH_BITS));    
	endcase
end
endfunction
reg        [1:0] data_in_buff [ITERATIONS:0];
reg signed [XY_BITS-1:0]   x  [ITERATIONS:0];
reg signed [XY_BITS-1:0]   y  [ITERATIONS:0];
reg signed [PH_BITS-1:0]   z  [ITERATIONS:0];
integer m;
initial begin
	for (m = 0; m<=ITERATIONS; m=m+1) begin
		x[m] = 0;
	end    
end
integer n;
initial begin
	for (n = 0; n<=ITERATIONS; n=n+1) begin
		y[n] = 0;
	end    
end
integer s;
initial begin
	for (s = 0; s<=ITERATIONS; s=s+1) begin
		z[s] = 0;
	end    
end
integer k;
initial begin
	for (k = 0; k<=ITERATIONS; k=k+1) begin
		data_in_buff[k] = 0;
	end    
end
genvar i;
generate for(i=0;i<ITERATIONS;i=i+1) begin : CORDIC
always @ (posedge clk_in) begin
    if (RST) begin
      x[i+1] <= 0;
      y[i+1] <= 0;
      z[i+1] <= 0;
    end 
    else begin
		if (CORDIC_STYLE == "ROTATE") begin
			if (z[i] < 0) begin
				x[i+1] <= x[i] + (y[i]>>>i); 
				y[i+1] <= y[i] - (x[i]>>>i); 
				z[i+1] <= z[i] + tanangle(i);
			end 
			else begin
				x[i+1] <= x[i] - (y[i]>>>i); 
				y[i+1] <= y[i] + (x[i]>>>i); 
				z[i+1] <= z[i] - tanangle(i);
			end
	    end		
		else if(CORDIC_STYLE == "VECTOR") begin
			if (y[i] > 0) begin
				x[i+1] <= x[i] + (y[i]>>>i); 
				y[i+1] <= y[i] - (x[i]>>>i); 
				z[i+1] <= z[i] + tanangle(i);
			end else begin
				x[i+1] <= x[i] - (y[i]>>>i); 
				y[i+1] <= y[i] + (x[i]>>>i); 
				z[i+1] <= z[i] - tanangle(i);
			end
		end
	end
end
always @ (posedge clk_in) begin
	data_in_buff[i+1]  <= data_in_buff[i];
end
end 
endgenerate
generate if (CORDIC_STYLE == "ROTATE") begin : IQ_Gen
reg [PH_BITS - 1 : 0] Phase_input = 0;
if (PHASE_ACC == "ON") begin
	reg [PH_BITS - 1 : 0] addr_r0 = 0;
	always @(posedge clk_in) begin
		addr_r0 <= addr_r0 + phase_in;
	end
	always @(posedge clk_in) begin
		Phase_input <= addr_r0;
	end
end
else if (PHASE_ACC == "OFF") begin
	always @(posedge clk_in) begin
		Phase_input <= phase_in;
	end
end
always @(posedge clk_in) begin
	if(valid_in & (~RST)) begin
		x[0] <= K_COS;
		y[0] <= 0;
		z[0] <= Phase_input[PH_BITS - 3 : 0];
		data_in_buff[0] <= Phase_input[PH_BITS - 1 : PH_BITS - 2];
	end
	else begin
		x[0] <= 0;
		y[0] <= 0;
		z[0] <= 0;
		data_in_buff[0] <= 0;
	end
end
reg signed [XY_BITS-1:0] cos = 0;
reg signed [XY_BITS-1:0] sin = 0;
always @ (posedge clk_in) begin
	case(data_in_buff[ITERATIONS]) 
	2'b00:begin  
	        cos <= x[ITERATIONS];
	        sin <= y[ITERATIONS];
	      end
	2'b01:begin  
	        cos <= ~(y[ITERATIONS]) + 1'b1; 
	        sin <= x[ITERATIONS]; 
	      end
	2'b10:begin  
	        cos <= ~(x[ITERATIONS]) + 1'b1; 
	        sin <= ~(y[ITERATIONS]) + 1'b1; 
	      end
	2'b11:begin  
	        cos <= y[ITERATIONS]; 
	        sin <= ~(x[ITERATIONS]) + 1'b1; 
	      end
	endcase
end
assign x_o = cos;
assign y_o = sin;
assign phase_out = z[ITERATIONS];
end
endgenerate
generate if (CORDIC_STYLE == "VECTOR") begin : Demodule_Gen
localparam signed [PH_BITS-1:0] PHASE_COE = (2**(PH_BITS-2)) - 1;
always @(posedge clk_in) begin
	if(valid_in & (~RST)) begin
		case ({x_i[XY_BITS-1],y_i[XY_BITS-1]}) 
		    2'b00 : begin   x[0] <=  {x_i[XY_BITS-1],x_i[XY_BITS-1:1]}; 
						    y[0] <=  {y_i[XY_BITS-1],y_i[XY_BITS-1:1]}; end
		    2'b01 : begin   x[0] <=  {x_i[XY_BITS-1],x_i[XY_BITS-1:1]}; 
			                y[0] <=  {y_i[XY_BITS-1],y_i[XY_BITS-1:1]}; end
		    2'b10 : begin   x[0] <=  {y_i[XY_BITS-1],y_i[XY_BITS-1:1]}; 
			                y[0] <= -{x_i[XY_BITS-1],x_i[XY_BITS-1:1]}; end
		    2'b11 : begin   x[0] <= -{y_i[XY_BITS-1],y_i[XY_BITS-1:1]}; 
			                y[0] <=  {x_i[XY_BITS-1],x_i[XY_BITS-1:1]}; end
		    default : begin x[0] <=  {x_i[XY_BITS-1],x_i[XY_BITS-1:1]}; 
			                y[0] <=  {y_i[XY_BITS-1],y_i[XY_BITS-1:1]}; end
		endcase
		z[0] <= phase_in;
		data_in_buff[0] <= {x_i[XY_BITS-1],y_i[XY_BITS-1]};
    end
	else begin
		x[0] <= 0;
		y[0] <= 0;
		z[0] <= 0;
		data_in_buff[0] <= 0;
	end
end
reg        [XY_BITS*2-1:0] Modulus = 0;
wire       [XY_BITS*2-1:0] Modulus_buf;
reg signed [PH_BITS - 1:0] phase_r = 0;
always @ (posedge clk_in) begin
	case(data_in_buff[ITERATIONS]) 
		2'b00:begin phase_r <= $signed(z[ITERATIONS]); end
		2'b01:begin phase_r <= $signed(z[ITERATIONS]); end
		2'b10:begin phase_r <= $signed(z[ITERATIONS]) + $signed(PHASE_COE); end
		2'b11:begin phase_r <= $signed(z[ITERATIONS]) - $signed(PHASE_COE); end
	endcase
	Modulus[XY_BITS:0] <= x[ITERATIONS];
end
assign Modulus_buf = (Modulus * 32'd39797)>>15;
assign x_o = Modulus_buf[XY_BITS-1:0];
assign y_o = y[ITERATIONS];
assign phase_out = phase_r;
end
endgenerate
reg [ITERATIONS+1:0] v = 0;
always @ (posedge clk_in) begin
	if (RST) 
		v <= 0;
	else begin
		v <= v << 1;
		v[0] <= valid_in;
	end
end
assign valid_out = v[ITERATIONS+1];
endmodule
==> design/flow/run.sh <==
#!/bin/bash
# OpenROAD 26Q1-2900-gdf79404cd8, Yosys 0.63+post, stock flow scripts
make -C /OpenROAD-flow-scripts/flow DESIGN_CONFIG=/design/flow/config.mk WORK_HOME=/design/flow/orfs finish
==> design/flow/config.mk <==
export PLATFORM = sky130hd
export DESIGN_NAME = Cordic
export DESIGN_NICKNAME = Cordic
export VERILOG_FILES = /design/flow/design.v
export SDC_FILE = /design/flow/constraint.sdc
export NUM_CORES = 4
export LEC_CHECK = 1
export CORE_UTILIZATION = 50
==> design/flow/constraint.sdc <==
current_design Cordic

set clk_period 14.1
set clk_io_pct 0.2

create_clock -name clk0 -period $clk_period [get_ports {clk_in}]

set non_clock_inputs [all_inputs -no_clocks]
set_input_delay [expr $clk_period * $clk_io_pct] -clock clk0 $non_clock_inputs
set_output_delay [expr $clk_period * $clk_io_pct] -clock clk0 [all_outputs]
==> flow_summary_export.csv <==
group,metric,value,unit
route,wl_per_cell,13.9,um
final_timing,relSlewSlack,38.3,%
placed_design,portBuffers,91,
clock_tree,clkTransAtPathRegs,0.06,ns
job,cap_violations,0,
worst_setup_path,crit_required,14.83,ns
route,ant_nets,0,
synth,synth-main-ff-cell,"dfxtp_1",
final_timing,hold_viol,0,
final_timing,fin_crit,5.69,ns
status,status,"completed",
floorplan,std_cell_rows,179,
synth,numSynthFlops,1965,
final_timing,rsz0062_at_grt,"false",
min_path,worst_hold_path_type,"register to register",
worst_setup_path,endpoint_kind,"register",
clock_tree,cts_tree,"yes",
final_timing,maxSlewViolCount,0,
final_timing,hold_ws,0.312,ns
layout,area_growth_syn_to_layout,9.99,%
synth,syn_area_per_cell,8.59,sq um
final_timing,tightest_slew,0.899,ns
floorplan,die-area,243000,sq um
placed_design,dp_hpwl,181,mm
synth,async_flop_share,0,%
floorplan,core,239000,sq um
final_timing,fin_crit_sh,40.4,%
grt,antenna_found_initial,3,
route,drc,0,
worst_setup_path,cp_max_fo,108,
layout,fin_area,132000,sq um
clock_tree,cts_setup_buffers,0,
job,warnings,79,
placed_design,gp_congestion,0.920,
synth,synth.cell_area,120000,sq um
synth,ys_chip_area,120000,sq um
layout,drive_gt1_share,3.98,%
worst_setup_path,critical_path_class,"input pin to register",
route,drt_pass1_iterations,5,
layout,regArea,39300,sq um
clock_tree,htree_levels,4,
final_timing,fin_skew,0.0300,ns
floorplan,dieHeight,492,um
clock_tree,cts_hold_buffers,0,
worst_setup_path,startpoint_type,"input pin",
clock_tree,clk_latency,0.84,ns
clock_tree,cts-root-buf,"clkbuf_16",
clock_tree,post_cts_resized,0,
route,via_per_inst,5.33,
synth,ys_seq_share,32.7,%
clock_tree,cts_buffers,222,
worst_setup_path,cp_data_arrival_time,6.42,ns
final_timing,postLayoutSetupSlackWorst,8.41,ns
floorplan,die_w,492,um
grt,grt_pass1_wl,414,mm
clock_tree,cts_max_path_buffers,3,
final_timing,fin_setup_tns,0,ns
synth,synth-edff-count,0,
route,num_vias,92600,
grt,grt_pass1_vias,88300,
layout,logic_area,77200,sq um
final_timing,setup_viol,0,
grt,overflow,0,
placed_design,pre_cts_slack,7.46,ns
clock_tree,clock-sinks,1965,
route,routed_wl,241,mm
layout,fillCellCount,21000,
floorplan,initCoreUtil,50.4,%
final_timing,timing.fmax,176,MHz
synth,ys_warn_count,6,
synth,yosys_cells,14000,
synth,yosysUniqueCellTypes,102,
grt,grtUsageTotal,20.5,%
placed_design,placed_area,124000,sq um
grt,grt_max_degree,156,
route,drtIter0Drc,4641,
synth,synthCells,14000,
floorplan,io_pins,116,
-- worst max-delay path, stage by stage --
cell and delay [ns]:
buf_16 0.32, buf_4 0.59, buf_4 0.70, buf_4 0.68
buf_4 0.75, nor2b_1 0.09, mux2_1 0.30
-- synth_stat cells, types with 63 or more instances --
| library cell | count | area (sq um) |
|---|---|---|
| nand3_1 | 188 | 941 |
| o21bai_1 | 183 | 1370 |
| xor2_1 | 566 | 4960 |
| nand4_1 | 107 | 669 |
| nor2_1 | 2079 | 7800 |
| a31oi_1 | 122 | 763 |
| nand2b_1 | 160 | 1000 |
| o21ai_0 | 629 | 3150 |
| nor3_1 | 337 | 1690 |
| a21oi_1 | 1110 | 5560 |
| o21a_1 | 159 | 1190 |
| inv_1 | 636 | 2390 |
| o21ai_1 | 100 | 500 |
| nand2_1 | 681 | 2560 |
| dfxtp_1 | 1965 | 39300 |
| a21boi_0 | 85 | 638 |
| fa_1 | 91 | 1820 |
| nor2b_1 | 453 | 2830 |
| clkbuf_1 | 345 | 1290 |
| a21o_1 | 633 | 4750 |
| a211oi_1 | 92 | 691 |
| and3_1 | 92 | 576 |
| xnor2_1 | 804 | 7040 |
| and2_1 | 88 | 551 |
| ha_1 | 1613 | 20200 |
| o41ai_1 | 63 | 552 |
-- area by class of cell --
cell class	count	area share, %
Tap cell	3167	2.99
Timing Repair Buffer	154	1.07
Antenna cell	1	0.00189
Sequential cell	1965	29.7
Clock inverter	124	1.32
Multi-Input combinational cell	11000	58.4
Clock buffer	290	4.72
Inverter	637	1.81
-- state kept, by name (all words and copies together) (netlist names) --
signal and count:
z 1052, v 34, IQ_Gen.sin 12, x 364
IQ_Gen.genblk1.addr_r0 32, data_in_buff 66, IQ_Gen.Phase_input 32, y 361
IQ_Gen.cos 12
-- kinds of logic (layout without fill, tap and decap cells) --
family / count (synthesis) / after routing / synth area share [%]
buf+inv: 994 / 1205 / 3.11
flops: 1965 / 1965 / 32.7
other cells: 0 / 1 / 0
xor+xnor: 1372 / 1372 / 10.0
simple gates: 4338 / 4338 / 16.4
mux: 62 / 62 / 0.570
compound gates: 3570 / 3570 / 18.9
fa+ha+maj: 1704 / 1704 / 18.3
-- placed cells by master, fill, tap and decap left out, types with 30 or more instances in the layout --
cell type        count
o211ai_1            39
xnor2_1            804
a21o_1             633
clkbuf_8            37
nand2b_1           160
clkbuf_16          225
nand3_1            188
fa_1                91
a21oi_1           1110
and3_1              92
o21bai_1           183
o41ai_1             63
bufinv_16           31
and2_1              88
buf_4               62
a31oi_1            122
a21boi_0            85
o31a_1              47
nand4_1            107
clkinv_2            33
nand2_1            681
clkdlybuf4s50_1     90
o21a_1             159
a211oi_1            92
nor3_1             337
clkinvlp_4          30
o21ai_1            100
nor2b_1            452
dfxtp_1           1965
ha_1              1613
nor2_1            2079
inv_1              635
o21ai_0            629
o31ai_1             42
xor2_1             566
or3_1               36
-- routing by layer --
metal  track usage, %  part of all wire (%)  up-vias
met5                0                     0        -
met4             3.44                   1.8        0
met3             2.74                   3.9      315
met2             31.4                    43     1194
met1             31.9                    51    42000
li1                 -                     -    49000
-- final timing paths --
kind	slack, ns	endpoint	depth (start not counted)	startpoint
worst max-delay path	8.41	z[21][30]	7	RST
worst min-delay path	0.31	data_in_buff[30][0]	0	data_in_buff[29][0]
worst max register to register	9.82	z[28][31]	13	z[27][31]
worst min register to register	0.31	data_in_buff[30][0]	0	data_in_buff[29][0]
-- per-stage QoR --
step           std cells  utilization (%)
2_1_floorplan      14000                -
3_3_place_gp       17000             52.1
3_5_place_dp       17000             52.1
4_1_cts            17400             55.5
5_1_grt            17400             55.5
6_report           17400             55.5
